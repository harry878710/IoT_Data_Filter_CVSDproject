==> ./design.v <==
`timescale 1ns/10ps
module IOTDF( clk, rst, in_en, iot_in, fn_sel, busy, valid, iot_out);
input          clk;
input          rst;
input          in_en;
input  [7:0]   iot_in;
input  [2:0]   fn_sel;
output         busy;
output         valid;
output [127:0] iot_out;
parameter IDLE = 2'b00;
parameter FET = 2'b01;
parameter WB = 2'b10;
parameter iot_in_WIDTH = 8;
parameter LOW_EXT = 128'h6FFF_FFFF_FFFF_FFFF_FFFF_FFFF_FFFF_FFFF;
parameter HIGH_EXT = 128'hAFFF_FFFF_FFFF_FFFF_FFFF_FFFF_FFFF_FFFF;
parameter LOW_EXC = 128'h7FFF_FFFF_FFFF_FFFF_FFFF_FFFF_FFFF_FFFF;
parameter HIGH_EXC = 128'hBFFF_FFFF_FFFF_FFFF_FFFF_FFFF_FFFF_FFFF;
reg [ 1 : 0 ] state, state_n;
reg busy_r, valid_r;
reg [ 130 : 0 ] iot_out_r;
reg [ 3 : 0 ] cnt;
reg [ 2 : 0 ] p_cnt;
wire [ 6 : 0 ] digit_start;
reg [ 130 : 0 ] tmp;
wire [127:0] max_min_data;
wire [130:0] avg_data;
wire [127:0] ext_exc_data;
reg peak_standard_stored;
reg [127:0] peak_data;
assign busy = busy_r;
assign valid = valid_r;
assign iot_out = (cnt==0 && p_cnt==0) ? ((fn_sel==1 || fn_sel==2) ? iot_out_r : ((fn_sel==3) ? avg_data[127:0] : 
((fn_sel==6 || fn_sel==7) ? peak_data : ((fn_sel==4 || fn_sel==5) ? ext_exc_data : 0)))) : 0;
assign digit_start = 127 - (cnt<<3);
assign max_min_data = (cnt==0 && p_cnt==1 && state==FET) ? tmp[127:0] :
(((fn_sel==1 || fn_sel==6) ? ((cnt==0 && tmp[127:0]>iot_out_r[127:0]) ? tmp[127:0] : iot_out_r[127:0] ) : 
((cnt==0 && tmp[127:0]<iot_out_r[127:0]) ? tmp[127:0] : iot_out_r[127:0] )));
assign avg_data = (p_cnt==0 && cnt==0) ? iot_out_r>>3 : 0;
assign ext_exc_data = (cnt==0) ? ((fn_sel==3'd4) ? ((HIGH_EXT>tmp[127:0] && tmp[127:0]>LOW_EXT) ? tmp[127:0] : 0 ) : 
((tmp[127:0]>HIGH_EXC || LOW_EXC>tmp[127:0]) ? tmp[127:0] : 0 ) ) : 0;
always@(*)begin
    case(state)
        IDLE: state_n = FET;
        FET: state_n = ( cnt==4'd15 ) ? WB : FET;
        WB: state_n = FET;
        default: state_n = IDLE;
    endcase
end
always@(posedge clk)begin
    if(rst)begin
        busy_r <= 0;
        valid_r <= 0;
        iot_out_r <= 0;
        state <= IDLE;
        tmp <= 0;
        cnt <= 0;
        p_cnt <= 0;
        peak_standard_stored <= 0;
        peak_data <= 0;
    end
    else begin
        state <= state_n;
        case (state)
           FET:begin
               tmp[digit_start -: iot_in_WIDTH] <= iot_in;
               cnt <= (cnt==4'd15) ? 0 : cnt + 1'b1;
               busy_r <= (cnt==4'd14) ? 1'b1 : 1'b0;
               valid_r <= 0;
               if(fn_sel==3'b011)
               iot_out_r <= (cnt==0 && p_cnt==0)? 0 : iot_out_r;
               else
               iot_out_r <= (cnt==0) ? max_min_data : iot_out_r;
           end 
           WB:begin
               if(fn_sel==3'b001||fn_sel==3'b010)begin
                   iot_out_r[127:0] <= max_min_data;
                   p_cnt <= (p_cnt==3'd7) ? 0 : p_cnt + 1'b1;
                   valid_r <= p_cnt==3'd7 ? 1'b1 : 1'b0;
                   tmp <= (p_cnt==3'd7) ? 0 : tmp;
               end
               if(fn_sel==3'b011)begin
                   iot_out_r <= iot_out_r + tmp;
                   p_cnt <= (p_cnt==3'd7) ? 0 : p_cnt + 1'b1;
                   valid_r <= p_cnt==3'd7 ? 1'b1 : 1'b0;
                   tmp <= (p_cnt==3'd7) ? 0 : tmp;
               end
               if(fn_sel==3'b100||fn_sel==3'b101)begin
                   valid_r <= ext_exc_data>0 ? 1'b1 : 1'b0;
                   tmp <= p_cnt==3'd7 ? 0 : tmp;
               end
               if(fn_sel==3'b110)begin
                   iot_out_r[127:0] <= max_min_data;
                   p_cnt <= (p_cnt==3'd7) ? 0 : p_cnt + 1'b1;
                   if(peak_standard_stored==0 && p_cnt==3'd7)
                   valid_r <= 1'b1;
                   else
                   valid_r <= (p_cnt==7 && max_min_data>peak_data) ? 1'b1 : 1'b0;
                   peak_data <= (p_cnt==7 && max_min_data>peak_data) ? max_min_data : peak_data;
                   tmp <= (p_cnt==3'd7) ? 0 : tmp;
                   if(p_cnt==3'd7)
                   peak_standard_stored <= 1'b1;
               end
               if(fn_sel==3'b111)begin
                   iot_out_r[127:0] <= max_min_data;
                   p_cnt <= (p_cnt==3'd7) ? 0 : p_cnt + 1'b1;
                   if(peak_standard_stored==0 && p_cnt==3'd7)
                       valid_r <= 1'b1;
                   else
                   valid_r <= (p_cnt==7 && max_min_data<peak_data) ? 1'b1 : 1'b0;
                   peak_data <= (p_cnt==3'd7 && peak_standard_stored==0) ? max_min_data : 
                   ((p_cnt==7 && max_min_data<peak_data) ? max_min_data : peak_data);
                   tmp <= (p_cnt==3'd7) ? 0 : tmp;
                   if(p_cnt==3'd7)
                   peak_standard_stored <= 1'b1;
               end
           end
        endcase
    end
end
endmodule
==> ./run.sh <==
#!/bin/bash
# OpenROAD 26Q1-2900-gdf79404cd8, Yosys 0.63+post, stock flow scripts
make -C /OpenROAD-flow-scripts/flow DESIGN_CONFIG=/design/flow/config.mk WORK_HOME=/design/flow/orfs finish
==> ./config.mk <==
export PLATFORM = sky130hd
export DESIGN_NAME = IOTDF
export DESIGN_NICKNAME = IOTDF
export VERILOG_FILES = /design/flow/design.v
export SDC_FILE = /design/flow/constraint.sdc
export NUM_CORES = 4
export LEC_CHECK = 1
export CORE_UTILIZATION = 50
==> ./constraint.sdc <==
current_design IOTDF

set clk_period 42.3
set clk_io_pct 0.2

create_clock -name clk0 -period $clk_period [get_ports {clk}]

set non_clock_inputs [all_inputs -no_clocks]
set_input_delay [expr $clk_period * $clk_io_pct] -clock clk0 $non_clock_inputs
set_output_delay [expr $clk_period * $clk_io_pct] -clock clk0 [all_outputs]
==> ci_impl_report.md <==
## Implementation flow summary

| Metric | Value |
|---|---|
| WP data required | `33.84 ns` |
| Main flop type | `dfxtp_1` |
| Critical Path Sink Type | `primary output` |
| Antenna viol nets, final | `0` |
| Die Y | `278 um` |
| Max incr delay on CP | `0.73 ns` |
| YS warnings | `1` |
| Setup crit start kind | `primary input` |
| Post-CTS setup buffers | `0` |
| Mapped Area | `38200 um^2` |
| Max_slew headroom | `34.8%` |
| Hold_sp | `state[0]$_DFF_P_` |
| Syn Inst Count | `5256` |
| Ys async rst share | `0%` |
| Path depth of the worst reg2reg path | `27` |
| Dpl hpwl | `111000 um` |
| Critical path's top delay family | `buffers and inverters` |
| CP max-delay cell | `clkdlybuf4s50_1` |
| R2R Setup Slk | `31.80 ns` |
| Hold Vio Cnt, Final | `0` |
| Drt first pass iters | `8` |
| WP data arrival | `12.73 ns` |
| Core area | `75800 um^2` |
| Clock Path Buffers | `3` |
| Yosys cell count | `5256` |
| Layout cells sized above 1 | `7.25%` |
| RSZ-0062 raised after global routing | `false` |
| Launching point of the worst reg2reg path | `tmp[77]$_SDFFE_PP0P_` |
| Max Clock Freq | `0.0472 GHz` |
| Largest net degree at the start of global routing | `123` |
| Syn Area/Cell | `7.27 um^2` |
| Yosys Chip Area | `38200 um^2` |
| Post-layout period usage | `50.1%` |
| Post-synth top area cell | `dfxtp_1` |
| Most numerous logic cell after layout | `a21oi_1` |
| Worst Skew | `0.0242 ns` |
| Initial antenna violation count | `1` |
| Crit path time final | `21.19 ns` |
| Max cap viols | `0` |
| Worst Tran Pin Value | `0.969 ns` |
| Iteration-0 DRC Markers | `3599` |
| Tool warning count | `161` |
| First-pass GRT wire length | `231000 um` |
| Fillers | `7236` |
| CTS Hold Bufs | `0` |
| Setup violators final | `0` |
| Top Layout Cells | `a21oi_1, nor2_1, inv_1` |
| CTS tree | `yes` |
| Post-synth top area share | `21.1%` |
| Gr ovfl total | `0` |
| Cells along the critical path | `clkdlybuf4s50_1 -> nor2_1 -> nand3_1 -> mux2i_1 -> o21ai_0 -> a21oi_4 -> buf_4 -> buf_4 -> nand2_1 -> nor2_1 -> a21oi_1 -> a211oi_1 -> clkdlybuf4s50_1` |
| Setup tns final | `0 ns` |
| Clock root cell | `clkbuf_16` |
| # rows | `101` |
| DR WL/cell | `24.4 um` |
| Clock latency (worst-skew pair) | `0.63 ns` |
| Die width | `278 um` |
| Lkg Pwr | `0.0158 uW` |
| Fin. max-slew vios | `0` |
| Total GRT Usage | `39.0%` |
| Routability congestion estimate | `1.06` |
| Top post-synthesis cells by area | `dfxtp_1, ha_1, a211oi_1, a21oi_1, a221oi_1` |
| Register share after synthesis | `21.1%` |
| Hold endpoint | `state[2]$_DFF_P_` |
| Peak supply drop | `0.0000312 V` |
| PwrDens | `28.9 nW/um^2` |
| Post-synth tally of flip-flops with integrated enable | `0` |
| Inserted Clock Buffers | `50` |
| Distinct cells, synth | `94` |
| Area growth syn-to-layout | `8.75%` |
| Final WL | `149000 um` |
| I/O pin cnt | `144` |
| # H-tree levels | `2` |
| End-of-flow core utilization | `54.8%` |
| Die footprint | `77600 um^2` |
| Worst Path Buf+Inv | `4` |
| Kind of critical path | `in -> out` |
| Vias in the first global route | `37573` |
| Registers, synthesis | `403` |
| # resized after CTS | `0` |
| Outcome | `finished, final reports clean` |
| Crit path launch | `fn_sel[0]` |
| # clock sinks | `403` |
| Min-Delay Path Class | `reg -> reg` |
| Starting Density | `50.4%` |
| Clk slew on worst S/H paths | `0.06 ns` |
| Hold Path Depth | `2` |
| Via Count | `40269` |
| Worst reg2reg endpoint | `peak_data[43]$_SDFFE_PP0P_` |
| DR vias/cell | `6.56` |
| PortBufs | `142` |
| DRC | `0` |
| Crit path max fanout | `54` |
## synthesized netlist by cell type (all sizes together) (14+ instances only)
cell type / number
o21ai: 382
nor2b: 44
o21bai: 54
o31ai: 60
ha: 394
a221oi: 253
a21oi: 545
inv: 411
xnor2: 95
buf: 98
nand2b: 25
mux2i: 25
nand2: 384
and3: 16
o21a: 25
nor2: 500
nand4: 120
or3: 19
a21o: 61
a31oi: 32
nor4: 130
nor3: 61
nand3: 190
a21boi: 16
o211ai: 32
dfxtp: 403
or4: 15
clkbuf: 316
and2: 14
a211oi: 389
## sequential cells by signal (all words and copies together), names as in the netlist
name	flops
iot_out_r	131
valid_r	1
p_cnt	3
cnt	4
busy_r	1
peak_standard_stored	1
peak_data	128
tmp	131
state	3
## power breakdown
part / switching, uW / total (uW) / internal (uW)
Combinational: 229 / 339 / 110
Sequential: 18.1 / 409 / 391
Clock: 192 / 454 / 261
Total: 439 / 1200 / 763
## worst max path at each step
stage	cells past startpoint	endpoint	slack (ns)
4_1_cts	13	iot_out[35]	21.15
5_1_grt	13	iot_out[36]	20.88
6_report	13	iot_out[36]	21.11
## worst reg2reg max path: cells and delay by family (launching register included)
kind / cells / cell delay (ns)
buffers and inverters: 6 / 3.00
flip-flops: 1 / 0.67
AND/OR/NAND/NOR: 5 / 1.55
adder cells (fa/ha/maj): 2 / 0.68
AND-OR/OR-AND: 14 / 4.52
## area by class of cell
type                            count  area (um^2)  share of cell area [%]
Multi-Input combinational cell   4028        27000                    64.9
Sequential cell                   403         8070                    19.4
Timing Repair Buffer              226         2080                    5.00
Inverter                          411         1540                    3.71
Clock buffer                       64         1380                    3.33
Tap cell                          978         1220                    2.94
Clock inverter                     25          288                   0.692
Antenna cell                        1         2.50                 0.00602
## metrics by stage
step                cell area (um^2)  hold WS [ns]  cells  power (uW)  worst slack [ns]
CTS                            41600         0.451   6135        1200             21.15
global route                   41600         0.458   6135        1250             20.88
global placement               39900         0.424   6046         747             21.16
floorplan                      38200         0.421   5256         632             23.52
finish                         41600         0.449   6136        1200             21.11
detailed placement             39900         0.437   6046         748             21.19
## metal layers
| layer | GRT usage (%) | routed length (um) | up-vias |
|---|---|---|---|
| li1 | - | - | 19294 |
| met1 | 56.4 | 64900 | 19125 |
| met2 | 60.1 | 67700 | 1583 |
| met3 | 5.78 | 11000 | 265 |
| met4 | 13.5 | 5920 | 2 |
| met5 | 0 | 14 | - |
## kinds of logic (layout without fill, tap and decap cells)
family	after synthesis	after routing	share of synthesized area, %
AOI/OAI and AO/OA	1946	1946	35.0
xor gates and xnor gates	102	102	2.34
adders and majority gates	395	395	13.0
buffers and inverters	825	726	8.58
DFF	403	403	21.1
muxes	32	32	0.861
other	0	1	0
and+or+nand+nor	1553	1553	19.2
Power figures rest on the tool's default switching activity, not on a simulated workload.
